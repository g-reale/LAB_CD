[/design/flow/design.v]
module mux(V_SW,G_HEX4,CLOCK_50);
    input [17:0]V_SW;
    input CLOCK_50;
    output wire [0:6] G_HEX4;
    reg [6:0]segments;
    reg [2:0]counter;
    reg [28:0]divider;
    reg [28:0]times;
    reg spike;
    always@(V_SW[17] or V_SW[16])begin
        case ({V_SW[17],V_SW[16]})
            2'd0: times = 29'd25000000;
            2'd1: times = 29'd50000000;
            2'd2: times = 29'd100000000;
            2'd3: times = 29'd300000000;
            default: times = 29'd50000000;
        endcase
    end
    always@(posedge CLOCK_50) begin
        if(divider >= times) begin
            spike <= 1;
            divider <= 0;
        end else begin
            spike <= 0;
            divider <= divider + 1;
        end
    end
    always@(posedge spike or posedge V_SW[0]) begin
        if(V_SW[0])
            counter <= 0;
        else
            counter <= counter + 1;
    end
    always @*
        case ({counter[2], counter[1], counter[0]})
            3'd7: segments = 7'b0001111;  
            3'd6: segments = 7'b0100000;  
            3'd5: segments = 7'b0100100;  
            3'd4: segments = 7'b1001100;  
            3'd3: segments = 7'b0000110;  
            3'd2: segments = 7'b0010010;  
            3'd1: segments = 7'b1001111;  
            3'd0: segments = 7'b0000001;  
            default: segments = 7'b1111111;  
        endcase
    assign G_HEX4 = segments;
endmodule
[/design/flow/run.sh]
#!/bin/bash
# OpenROAD 26Q1-2900-gdf79404cd8, Yosys 0.63+post, stock flow scripts
make -C /OpenROAD-flow-scripts/flow DESIGN_CONFIG=/design/flow/config.mk WORK_HOME=/design/flow/orfs finish
[/design/flow/config.mk]
export PLATFORM = sky130hd
export DESIGN_NAME = mux
export DESIGN_NICKNAME = mux
export VERILOG_FILES = /design/flow/design.v
export SDC_FILE = /design/flow/constraint.sdc
export NUM_CORES = 4
export LEC_CHECK = 1
export CORE_UTILIZATION = 40
[/design/flow/constraint.sdc]
current_design mux

set clk_period 3.7
set clk_io_pct 0.2

create_clock -name clk0 -period $clk_period [get_ports {CLOCK_50}]

set non_clock_inputs [all_inputs -no_clocks]
set_input_delay [expr $clk_period * $clk_io_pct] -clock clk0 $non_clock_inputs
set_output_delay [expr $clk_period * $clk_io_pct] -clock clk0 [all_outputs]
==> report_table.html <==
<h3>Flow metrics</h3>
<table>
<tr><th>Metric</th><th>Value</th></tr>
<tr><th colspan="2">Placement</th></tr>
<tr><td>Detailed-placement wirelength estimate</td><td>2417 µm</td></tr>
<tr><td>RePlAce Congestion</td><td>0.8436</td></tr>
<tr><td>Placement-stage worst setup slack</td><td>between 0.3 and 0.4 ns</td></tr>
<tr><td>Number of port buffers</td><td>10</td></tr>
<tr><td>Post-placement cell count</td><td>271</td></tr>
<tr><th colspan="2">Worst setup path</th></tr>
<tr><td>Startpoint class of the critical path</td><td>input pin</td></tr>
<tr><td>Slowest stage delay, CP</td><td>0.56 ns</td></tr>
<tr><td>Type of the setup path with the least slack</td><td>input pin to flop</td></tr>
<tr><td>Critical-path cell list</td><td>clkdlybuf4s50_1 -&gt; inv_1 -&gt; nand2_1 -&gt; ha_1 -&gt; a21o_1 -&gt; a2111oi_0 -&gt; o21ai_1 -&gt; a211o_1 -&gt; buf_12 -&gt; nor2_1</td></tr>
<tr><td>Largest fanout on the critical path</td><td>20</td></tr>
<tr><td>RR Endpoint</td><td>divider[6]</td></tr>
<tr><td>Arrival time of the worst setup path</td><td>roughly 3.3 ns</td></tr>
<tr><td>Critical path capture point type</td><td>flop</td></tr>
<tr><td>Worst R2R Start</td><td>divider[8]</td></tr>
<tr><td>FF-to-FF setup slack</td><td>1.54 ns</td></tr>
<tr><td>WP data required</td><td>3.91 ns</td></tr>
<tr><td>Slowest cell on the critical path</td><td>clkdlybuf4s50_1</td></tr>
<tr><td>R2R cell count</td><td>7</td></tr>
<tr><th colspan="2">Drt</th></tr>
<tr><td>Final antenna-violating net count</td><td>0</td></tr>
<tr><td>Iteration count of the initial detailed-routing pass</td><td>6</td></tr>
<tr><td>Routed wire length per instance</td><td>11.96 µm</td></tr>
<tr><td>Antenna diode count</td><td>0</td></tr>
<tr><td>Residual DRC count</td><td>0</td></tr>
<tr><td>Total routed wirelength</td><td>3338 µm</td></tr>
<tr><td>Vias</td><td>1437</td></tr>
<tr><td>Vias per cell</td><td>5.151</td></tr>
<tr><td>DRC violation total after the first TritonRoute iteration</td><td>between 50 and 60</td></tr>
<tr><th colspan="2">Outcome</th></tr>
<tr><td>Status</td><td>complete, no violations</td></tr>
<tr><th colspan="2">Cells and area</th></tr>
<tr><td>Final instance count without filler cells</td><td>279</td></tr>
<tr><td>Core occupancy in the finished layout</td><td>approximately half</td></tr>
<tr><td>Area growth from synthesis to final layout</td><td>12.61%</td></tr>
<tr><td>Sequential standard cell area</td><td>675.6 µm²</td></tr>
<tr><td>Proportion of layout cells with a drive suffix above 1</td><td>5.286%</td></tr>
<tr><td>Filler Cells Inserted</td><td>426</td></tr>
<tr><td>Combinational Area</td><td>1145 µm²</td></tr>
<tr><th colspan="2">Synth</th></tr>
<tr><td>Number of different library cells in the post-synthesis netlist</td><td>33</td></tr>
<tr><td>Yosys-reported design area after synthesis</td><td>1896 µm²</td></tr>
<tr><td>Number of synthesized register bits</td><td>33</td></tr>
<tr><td>Gate count after technology mapping</td><td>212</td></tr>
<tr><td>Most frequently used cell type in the post-synthesis netlist</td><td>nor2_1</td></tr>
<tr><td>Post-synthesis async set-or-reset flop share</td><td>9.091%</td></tr>
<tr><td>Post-synth tally of flip-flops with integrated enable</td><td>0</td></tr>
<tr><td>Total standard cell area after synthesis</td><td>1896 µm²</td></tr>
<tr><td>Number of cell instances after yosys synthesis</td><td>around 210</td></tr>
<tr><td>Leading register cell type out of synthesis</td><td>dfxtp_1</td></tr>
<tr><td>Syn avg cell area</td><td>8.941 µm²</td></tr>
<tr><td>Sequential fraction of the synthesis area</td><td>between 30% and 40%</td></tr>
<tr><td>Cell type with the highest aggregate area in the netlist</td><td>dfxtp_1</td></tr>
<tr><td>Top cells, area</td><td>dfxtp_1 32%, ha_1 15%, xor2_1 10%, nor2_1 7.5%, nand3_1 4.5%</td></tr>
<tr><td>Yosys top cell area share</td><td>between 30% and 40%</td></tr>
<tr><td>Count of synthesis-stage warnings from yosys</td><td>1</td></tr>
<tr><td>Most common library cells after synthesis</td><td>38 x nor2_1, 30 x dfxtp_1, 23 x ha_1, 22 x xor2_1, 17 x nand3_1</td></tr>
<tr><th colspan="2">Floorplanning</th></tr>
<tr><td>I/O Pins</td><td>26</td></tr>
<tr><td>Chip Footprint</td><td>5018 µm²</td></tr>
<tr><td>Area of the core</td><td>4444 µm²</td></tr>
<tr><td>Core Density at Floorplan</td><td>42.65%</td></tr>
<tr><td>Die Width</td><td>~71 µm</td></tr>
<tr><td>Die height</td><td>about 70 µm</td></tr>
<tr><td>Num rows</td><td>24</td></tr>
<tr><th colspan="2">STA</th></tr>
<tr><td>Final Max Slew Viols</td><td>0</td></tr>
<tr><td>Final Skew</td><td>0.003473 ns</td></tr>
<tr><td>Actual transition at the worst max-transition pin</td><td>0.7706 ns</td></tr>
<tr><td>Highest achievable clock rate</td><td>323.5 MHz</td></tr>
<tr><td>Minimum setup slack in the final design</td><td>0.6084 ns</td></tr>
<tr><td>Final critical-path share of the clock period</td><td>a little over four fifths</td></tr>
<tr><td>Final total negative setup slack</td><td>0 ns</td></tr>
<tr><td>Headroom to the max-slew limit</td><td>48.34%</td></tr>
<tr><td>Final tally of setup violations</td><td>0</td></tr>
<tr><td>Final period demand of the worst path</td><td>between 3 and 4 ns</td></tr>
<tr><td>Number of register pins that no clock reaches</td><td>3</td></tr>
<tr><td>Unrepaired setup endpoints after global routing</td><td>no</td></tr>
<tr><td>Number of unconstrained endpoints</td><td>10</td></tr>
<tr><td>Number of endpoints with negative hold slack in the final report</td><td>0</td></tr>
<tr><th colspan="2">Clock network</th></tr>
<tr><td>Number of buffers inserted to repair setup after CTS</td><td>0</td></tr>
<tr><td>Number of buffers on the longest clock path</td><td>2</td></tr>
<tr><td>Post-CTS Hold Buffers</td><td>0</td></tr>
<tr><td>TritonCTS buffer count</td><td>5</td></tr>
<tr><td>CTS Root Buffer Type</td><td>clkbuf_8</td></tr>
<tr><td>Worst-path clk slew</td><td>approximately 0.060 ns</td></tr>
<tr><td>Post-CTS Resized</td><td>0</td></tr>
<tr><td>TritonCTS clock tree</td><td>yes</td></tr>
<tr><td>Clk Latency, worst-skew pair</td><td>0.28 ns</td></tr>
<tr><td>Number of levels in the clock H-tree</td><td>2</td></tr>
<tr><th colspan="2">Pwr</th></tr>
<tr><td>Highest ir drop seen on vdd</td><td>about 230 µV</td></tr>
<tr><td>Leakage</td><td>0.001019 µW</td></tr>
<tr><td>Power density of the placed cells</td><td>286.7 nW/µm²</td></tr>
<tr><th colspan="2">Global route</th></tr>
<tr><td>Antenna violations before repair</td><td>0</td></tr>
<tr><td>Vias in the first global route</td><td>1319</td></tr>
<tr><td>Overall overflow remaining after global route</td><td>0</td></tr>
<tr><td>GRT Resource Usage Total</td><td>approximately 15%</td></tr>
<tr><td>Pin count of the biggest net entering global routing</td><td>21</td></tr>
<tr><td>Wire length of the first global-routing pass</td><td>6044 µm</td></tr>
<tr><th colspan="2">Job</th></tr>
<tr><td>Tool warnings</td><td>46</td></tr>
<tr><td>Maxcap violations</td><td>0</td></tr>
<tr><th colspan="2">Hold path</th></tr>
<tr><td>Startpoint of the most critical hold path</td><td>divider[0]</td></tr>
<tr><td>Cells on Worst Hold Path</td><td>1</td></tr>
<tr><td>Hold/Removal Path Class</td><td>flop to flop</td></tr>
<tr><td>Capture endpoint of the worst hold path</td><td>divider[0]</td></tr>
</table>
-- flip-flops by register name (all words and copies together) (netlist names) --
register,flops
counter,3
divider,29
spike,1
-- routing by layer --
metal / vias up / global-route usage (%) / wire (µm)
li1: 761 / - / -
met1: 656 / 24.78 / 1786
met2: 16 / 21.47 / 1411
met3: 4 / 2.601 / 102
met4: 0 / 1.778 / 38
met5: - / 0 / 0
-- worst max path at each step --
stage / start / endpoint / slack, ns / cells past startpoint
final: V_SW[17] / divider[6] / 0.61 / 10
after global routing: V_SW[17] / divider[21] / 0.44 / 11
after CTS: V_SW[17] / divider[6] / 0.63 / 10
-- metrics by stage --
step	instance area, µm²	total power [µW]	hold WS (ns)
floorplan	1896	343.1	0.4299
global placement	2043	351.1	0.4481
detailed placement	2043	350.9	0.4595
CTS	2135	622.4	0.4738
global route	2135	644.3	0.5129
finish	2135	612.0	0.4670
-- placed cells by master (no fill, tap or decap), types with 6 or more instances in the layout --
cell | Yosys | layout
clkbuf_8 | 0 | 6
dfxtp_1 | 30 | 30
nand3_1 | 17 | 17
and3_1 | 6 | 6
xnor2_1 | 6 | 6
inv_1 | 10 | 10
nand4_1 | 10 | 10
ha_1 | 23 | 23
a21oi_1 | 10 | 10
xor2_1 | 22 | 22
nand2_1 | 10 | 10
clkdlybuf4s50_1 | 0 | 10
nor2_1 | 38 | 38
-- area by class of cell --
class	instances	area share (%)
inverter	10	1.758
multi-input combinational	165	53.63
clock buffer	7	4.045
tap	52	3.048
sequential	33	31.65
clock inverter	1	0.2345
timing repair buffer	11	5.627
-- power by group --
| group | internal, µW | switching (µW) | total (µW) |
|---|---|---|---|
| clock network | 150 | 118 | 268 |
| registers | 323 | 0 | 323 |
| logic | 9.04 | 12.0 | 21.1 |
| total | 482 | 130 | 612 |
-- critical path: cells and delay by family --
kind                     cells  cell delay (ns)
adder cells (fa/ha/maj)      1             0.22
buffers and inverters        3             0.94
AND-OR/OR-AND                4             1.15
AND/OR/NAND/NOR              2             0.24
-- cells by family (layout without fill, tap and decap cells) --
kind of cell               count (synthesis)  in the layout  synth area share, %
xor gates and xnor gates                  28             28                12.94
and+or+nand+nor                           93             93                25.15
AOI/OAI and AO/OA                         19             19                6.007
buffers and inverters                     14             29                3.960
adders and majority gates                 23             23                15.18
DFF                                       33             33                35.64
muxes                                      2              2                1.122
Power is estimated from default activity; no workload was simulated.

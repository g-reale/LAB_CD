==> flow/config.mk <==
export PLATFORM = sky130hd
export DESIGN_NAME = mealey
export DESIGN_NICKNAME = mealey
export VERILOG_FILES = /design/flow/design.v
export SDC_FILE = /design/flow/constraint.sdc
export NUM_CORES = 4
export LEC_CHECK = 1
export CORE_UTILIZATION = 40
==> flow/constraint.sdc <==
current_design mealey

set clk_period 4.0
set clk_io_pct 0.2

create_clock -name clk0 -period $clk_period [get_ports {clk}]

set non_clock_inputs [all_inputs -no_clocks]
set_input_delay [expr $clk_period * $clk_io_pct] -clock clk0 $non_clock_inputs
set_output_delay [expr $clk_period * $clk_io_pct] -clock clk0 [all_outputs]
==> flow/design.v <==
module mealey(sel1,sel0,rst,clk,a,b,c,d,e,f,g,db0,db1,db2,db3,db4);
	 input wire rst,clk;
	 input wire sel1,sel0;
	 output a,b,c,d,e,f,g;
	 output db0,db1,db2,db3,db4;
	 parameter A = 4'd0, B = 4'd1, C = 4'd2, D = 4'd3, E = 4'd4, F = 4'd5, G = 4'd6, H = 4'd7, I = 4'd8, J = 4'd9;
	 parameter S0 = 7'b0000001,S1 = 7'b1001111, S2 = 7'b0010010, S3 = 7'b0000110, S4 = 7'b1001100, S5 = 7'b0100100, S7 = 7'b0001111, S8 = 7'b0000000;
	 parameter SOFF = 7'b1111111;
	 reg [3:0]stash;
	 reg [3:0]state;
	 reg [6:0]segments;
	 reg [25:0] divider;
    reg spike;
    always@(posedge clk) begin
        if(divider == 26'd50000000) begin
            spike <= 1;
            divider <= 0;
        end else begin
            spike <= 0;
            divider <= divider + 1;
        end
    end
	 always @(sel0 or sel1 or state)begin
		if(sel1 == 0 && sel0 == 0) begin
			stash = state;
			case({state[3],state[2],state[1],state[0]})
				A: segments = S2;
				B: segments = S8;
				C: segments = S3;
				D: segments = S4;
				E: segments = S5;
				F: segments = S4;
				G: segments = S1;
				H: segments = S0;
				I: segments = S7;
				J: segments = SOFF;
				default: segments = SOFF;
			endcase
		end 
		else if(sel1 == 0 && sel0 == 1) begin
			case({state[3],state[2],state[1],state[0]})
				A: begin
					stash = I;
					segments = S7;
				end B: begin
					stash = A;
					segments = S2;
				end C: begin
					stash = B;
					segments = S8;
				end D: begin
					stash = C;
					segments = S3;
				end E: begin
					stash = D;
					segments = S4;
				end F: begin
					stash = E;
					segments = S5;
				end G: begin
					stash = F;
					segments = S4;
				end H: begin
					stash = G;
					segments = S1;
				end I: begin
					stash = H;
					segments = S0;
				end J: begin
					stash = A;
					segments = S2;
				end default: begin
					stash = J;
					segments = SOFF;
				end 
			endcase
		end
		else if(sel1 == 1 && sel0 == 0) begin
			case({state[3],state[2],state[1],state[0]})
				A: begin
					stash = B;
					segments = S8; 
				end B: begin
					stash = C;
					segments = S3;
				end C: begin
					stash = D;
					segments = S4;
				end D: begin
					stash = E;
					segments = S5;
				end E: begin
					stash = F;
					segments = S4;
				end F: begin
					stash = G;
					segments = S1;
				end G: begin
					stash = H;
					segments = S0;
				end H: begin
					stash = I;
					segments = S7;
				end I: begin
					stash = A;
					segments = S2;
				end J: begin
					stash = A;
					segments = S2;
				end default: begin
					stash = J;
					segments = SOFF;
				end
			endcase
		end 
		else if(sel1 == 1 && sel0 == 1) begin
			stash = J;
			segments = SOFF;
		end
	 end
	always@(posedge spike or posedge rst)begin
		if(rst)
			state <= 0;
		else
			state <= stash;
	end
	 assign {a,b,c,d,e,f,g} = segments;
	 assign {db3,db2,db1,db0} = state;
	 assign db4 = spike;
endmodule
==> flow/run.sh <==
#!/bin/bash
# OpenROAD 26Q1-2900-gdf79404cd8, Yosys 0.63+post, stock flow scripts
make -C /OpenROAD-flow-scripts/flow DESIGN_CONFIG=/design/flow/config.mk WORK_HOME=/design/flow/orfs finish
==> impl_metrics.ini <==
; synthesis and place-and-route metrics
[status]
status = completed

[logic_synthesis]
syn_inst = 258
synth-area-yosys_sq_um = 2130
top_area_share_pct = 25.4
numSynthFlops = 42
synth_cell_type_count = 48
ys_sh_adder_pct = 5.87
async_reset_ff_share_pct = 9.52
syn_area_sq_um = 2130
synth-edff-count = 0
synthSimpleGateAreaFrac_pct = 26.2
avgSynthCellArea_sq_um = 8.26
yosysWarnings = 1
flop_cell = dfxtp_1
ys_sh_xor_pct = 9.45
top_area_cell = dfxtp_1
ys_top_cells_by_area = dfxtp_1 25%, dlxtn_1 7.7%, xnor2_1 6.2%
synth_stat.cells = 258
logic_family = simple AND/OR/NAND/NOR gates
ys_sh_mux_pct = 1.41
synth-compound-area-share_pct = 14.8

[power]
vdd_drop_max_uv = 184
p_per_area_nw_per_um2 = 190
p_total_uw = 460
cellLeakagePower_uw = 0.000936

[cts]
clockBufferDepth = 2
cts-htree-levels = 1
cts_tree = built
root_buffer = clkbuf_8
clkSlewWorstSetupHoldPaths_ns = 0.09
cts_made_buffers = 3
clock_latency_ns = 0.27

[min_path]
hp-class = flop to flop

[drt]
initialDrtViolationCount = 151
routed_wl_mm = 4.19
num_antenna_cells = 0
ant_nets = 0
via_per_inst = 5.13
num_vias = 1786
wl_per_cell_um = 12.0
drt-pass1-iter-count = 4
drc = 0

[grt]
grt_pass1_wl_mm = 7.15
grt_remaining_overflow = 0
antenna_found_initial = 0
grt_pass1_vias = 1529
grt_max_degree = 28
grt_use_total_pct = 16.5

[sta]
setup_viol = 0
hold_viol_final = 0
slew_headroom_pct = 42.5
min_period_ns = 3.56
skew_ns = 0.00542
rsz0062_at_grt = no
worstMarginPinSlew_ns = 0.863
clock.fmax_ghz = 0.281
unclocked_pins = 15
untimed_endpoints = 19
slew_viol_final = 0
whs_ns = 0.489
finalClockPeriodUsage_pct = 89.0

[critical_path]
crit_required_ns = 3.20
critPathCaptureType = output pin
setup.worst_path.class = input pin to output pin
start_kind = input pin
crit_fanout = 21
cp_data_arrival_time_ns = 2.76

[placed_design]
post-dp-hpwl_mm = 3.06
gp_congestion = 0.811
portBuffers = 15

[die]
die_w_um = 75.0
chipArea_sq_um = 5630
floorplan.core_util_pct = 41.7
io_pins = 16
num_rows = 26
die_height_um = 75.0
fp.coreArea_sq_um = 5110

[final_layout]
mostFrequentLayoutCell = dfxtp_1
area_growth_pct = 13.7
drive_above_1_share_pct = 5.76
n_fill_cell = 514
final_cell_mix = 27 x dfxtp_1, 26 x nor2_1, 23 x nand2_1

[job]
max_cap_viol_count = 0
warnings = 33
[through the flow]
stage / TNS (ns) / utilization [%] / instances / setup slack, ns / area, sq um
finish: 0 / 47.5 / 348 / 0.438 / 2420
floorplan: 0 / - / 268 / 1.29 / 2170
global placement: -0.442 / 46.5 / 344 / -0.259 / 2380
CTS: 0 / 47.5 / 348 / 0.0123 / 2420
detailed placement: -0.391 / 46.5 / 344 / -0.240 / 2380
global route: 0 / 47.5 / 348 / 0.274 / 2420
[report_power, final]
| part | internal (uW) | switching, uW | total (uW) |
|---|---|---|---|
| sequential | 277 | 0.645 | 278 |
| combinational | 13.2 | 15.6 | 28.8 |
| clock | 70.6 | 83.3 | 154 |
[state kept, by name (all words and copies together) (netlist names)]
register  count
segments      7
stash         4
divider      26
spike         1
state         4
[worst paths after layout]
kind / from / to / slack, ns / depth (start not counted)
setup reg to reg: divider[0] / divider[24] / 1.88 / 6
hold / removal: divider[9] / divider[9] / 0.49 / 1
setup / recovery: sel0 / e / 0.44 / 7
hold reg to reg: divider[9] / divider[9] / 0.49 / 1
[critical path: stages]
cell and delay, ns:
clkbuf_2 0.33, nor2b_2 0.32, mux2i_1 0.21, o221ai_1 0.13, a22oi_1 0.18, dlxtn_1 0.35, clkdlybuf4s50_1 0.44
[area by class of cell]
cell class / count / area (sq um) / area share (%)
sequential: 42 / 806 / 33.2
tap: 70 / 87.6 / 3.61
multi-input combinational: 204 / 1270 / 52.6
timing repair buffer: 18 / 170 / 7.02
clock inverter: 1 / 7.51 / 0.310
inverter: 10 / 37.5 / 1.55
clock buffer: 3 / 41.3 / 1.70
[cell usage after synthesis, types with 5 or more instances]
cell and number:
a21oi_1 20, and3_1 5, clkbuf_1 10, dfxtp_1 27, dlxtn_1 11, ha_1 10
inv_1 8, nand2_1 23, nand3_1 11, nand4_1 9, nor2_1 26, o21ai_0 10
o22ai_1 5, xnor2_1 15, xor2_1 8
[logic make-up after synthesis]
family,after synthesis
and+or+nand+nor,105
AOI/OAI and AO/OA,52
DFF,31
xor gates and xnor gates,23
buffers and inverters,22
latches,11
adders and majority gates,10
muxes,3
other,1
[routing by layer]
metal  share of wire [%]  vias to the layer above  wire length [um]  global-route usage (%)
li1                    -                      942                 -                       -
met1                  50                      800              2110                    26.0
met2                  45                       42              1880                    26.2
met3                 4.2                        2               178                    1.36
met4                0.50                        0                21                    1.68
met5                   0                        -                 0                       0
[repair_timing]
action | 4_1_cts | 5_1_grt
endpoints found under the setup margin | 3 | 2
gates resized | 1 | 4
buffers inserted | 0 | 0
hold buffers | 0 | 0
